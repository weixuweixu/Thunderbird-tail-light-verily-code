$ cat flow/constraint.sdc
current_design main

set clk_period 1.0
set clk_io_pct 0.2

create_clock -name clk0 -period $clk_period [get_ports {clka}]
create_clock -name clk1 -period $clk_period [get_ports {clkb}]

set non_clock_inputs [all_inputs -no_clocks]
set_input_delay [expr $clk_period * $clk_io_pct] -clock clk0 $non_clock_inputs
set_output_delay [expr $clk_period * $clk_io_pct] -clock clk0 [all_outputs]
$ cat flow/config.mk
export PLATFORM = sky130hd
export DESIGN_NAME = main
export DESIGN_NICKNAME = main
export VERILOG_FILES = /design/flow/design.v
export SDC_FILE = /design/flow/constraint.sdc
export NUM_CORES = 4
export LEC_CHECK = 1
export CORE_AREA = 10 10 78 78
export DIE_AREA = 0 0 88 88
$ cat flow/design.v
module main(clka, clkb, restart, brake, left, right, l0, l1, l2, r0, r1, r2, error);
input clka, clkb, restart, brake, left, right;
output l0, l1, l2, r0, r1, r2, error;
reg l0, l1, l2, r0, r1, r2, error;
parameter SIZE = 3;
parameter IDLE = 3'b000, BRAKE = 3'b001, LEFT = 3'b010, RIGHT = 3'b011, L_B = 3'b100, R_B= 3'b101, ERROR = 3'b110;
reg [2:0] L_LAMP, R_LAMP;
reg [SIZE-1:0] state;
wire [SIZE-1:0] temp_state;
reg [SIZE-1:0] next_state;
reg [SIZE-1:0] mod;
always @(*)
begin: MOD
	if(left==1'b1 && right==1'b1 && brake==1'b0) begin
				mod = ERROR;
	end else if(brake==1'b0 && left==1'b1 && right==1'b0) begin
				mod = LEFT;
	end else if(brake==1'b0 && right==1'b1 && left==1'b0) begin
				mod = RIGHT;
	end else if(brake==1'b1 && right==1'b0 && left==1'b0) begin
				mod = BRAKE;
	end else if(brake==1'b1 && left==1'b1 &&right==1'b0) begin
				mod = L_B;
	end else if(brake==1'b1 && left==1'b0 &&right==1'b1) begin
				mod = R_B;
	end else begin
				mod = IDLE;
	end
end
assign temp_state = state_f(state, mod);
function [SIZE-1:0] state_f;
input [SIZE-1:0] state;
input [SIZE-1:0] mod;
	case(state)
		IDLE: begin
			case(mod)
				ERROR: state_f = ERROR;
				LEFT: state_f = LEFT;
				RIGHT: state_f = RIGHT;
				BRAKE: state_f = BRAKE;
				L_B: state_f = L_B;
				R_B: state_f = R_B;
				IDLE: state_f = IDLE;
			endcase
			end
		BRAKE: begin
			case(mod)
				ERROR: state_f = ERROR;
				LEFT: state_f = LEFT;
				RIGHT: state_f = RIGHT;
				BRAKE: state_f = BRAKE;
				L_B: state_f = L_B;
				R_B: state_f = R_B;
				IDLE: state_f = IDLE;
			endcase
			end
		LEFT: begin
			case(mod)
				ERROR: state_f = ERROR;
				LEFT: state_f = LEFT;
				RIGHT: state_f = RIGHT;
				BRAKE: state_f = BRAKE;
				L_B: state_f = L_B;
				R_B: state_f = R_B;
				IDLE: state_f = IDLE;
			endcase
			end
		RIGHT: begin
			case(mod)
				ERROR: state_f = ERROR;
				LEFT: state_f = LEFT;
				RIGHT: state_f = RIGHT;
				BRAKE: state_f = BRAKE;
				L_B: state_f = L_B;
				R_B: state_f = R_B;
				IDLE: state_f = IDLE;
			endcase
			end
		L_B: begin
			case(mod)
				ERROR: state_f = ERROR;
				LEFT: state_f = LEFT;
				RIGHT: state_f = RIGHT;
				BRAKE: state_f = BRAKE;
				L_B: state_f = L_B;
				R_B: state_f = R_B;
				IDLE: state_f = IDLE;
			endcase
			end
		R_B: begin
			case(mod)
				ERROR: state_f = ERROR;
				LEFT: state_f = LEFT;
				RIGHT: state_f = RIGHT;
				BRAKE: state_f = BRAKE;
				L_B: state_f = L_B;
				R_B: state_f = R_B;
				IDLE: state_f = IDLE;
			endcase
			end
		ERROR: begin
			case(mod)
				ERROR: state_f = ERROR;
				LEFT: state_f = LEFT;
				RIGHT: state_f = RIGHT;
				BRAKE: state_f = BRAKE;
				L_B: state_f = L_B;
				R_B: state_f = R_B;
				IDLE: state_f = IDLE;
			endcase
			end
		default: state_f = IDLE;
	endcase
endfunction
always @ (posedge clka)
begin: FSM
	if(restart==1'b1) begin
		next_state<=IDLE;
	end else begin
		next_state<=temp_state;
	end
end
always @ (posedge clkb)
begin: OUTPUT_LOGIC
	case(next_state)
		IDLE: begin
	         	L_LAMP = 3'b000;
                R_LAMP = 3'b000;
			l0=0; l1=0; l2=0; r0=0; r1=0; r2=0; error=0;
			state = next_state;
			end
		BRAKE: begin			
			l0=1; l1=1; l2=1; r0=1; r1=1; r2=1; error=0;
			state = next_state;
			end
		LEFT: begin
			if (L_LAMP == 3'b000) begin
				l0=0; l1=0; l2=0; r0=0; r1=0; r2=0; error=0;
				L_LAMP =3'b001;
			end else if(L_LAMP == 3'b001) begin
				l0=1; l1=0; l2=0; r0=0; r1=0; r2=0; error=0;
				L_LAMP = 3'b011;
			end else if(L_LAMP == 3'b011) begin
				l0=1; l1=1; l2=0; r0=0; r1=0; r2=0; error=0;
				L_LAMP = 3'b111;
			end else if(L_LAMP == 3'b111) begin
				l0=1; l1=1; l2=1; r0=0; r1=0; r2=0; error=0;
				L_LAMP = 3'b000;			
			end
			    state = next_state;				
			end
		RIGHT: begin
			if (R_LAMP == 3'b000) begin
				l0=0; l1=0; l2=0; r0=0; r1=0; r2=0; error=0;
				R_LAMP =3'b100;
			end else if(R_LAMP == 3'b100) begin
				l0=0; l1=0; l2=0; r0=1; r1=0; r2=0; error=0;
				R_LAMP = 3'b110;
			end else if(R_LAMP == 3'b110) begin
				l0=0; l1=0; l2=0; r0=1; r1=1; r2=0; error=0;
				R_LAMP = 3'b111;
			end else if(R_LAMP == 3'b111) begin
				l0=0; l1=0; l2=0; r0=1; r1=1; r2=1; error=0;
				R_LAMP = 3'b000;
			end
			state = next_state;
			end
		L_B: begin
			if (L_LAMP == 3'b000) begin
				l0=0; l1=0; l2=0; r0=1; r1=1; r2=1; error=0;
				L_LAMP =3'b001;
			end else if(L_LAMP == 3'b001) begin
				l0=1; l1=0; l2=0; r0=1; r1=1; r2=1; error=0;
				L_LAMP = 3'b011;
			end else if(L_LAMP == 3'b011) begin
				l0=1; l1=1; l2=0; r0=1; r1=1; r2=1; error=0;
				L_LAMP = 3'b111;
			end else if(L_LAMP == 3'b111) begin
				l0=1; l1=1; l2=1; r0=1; r1=1; r2=1; error=0;
				L_LAMP = 3'b000;
			end
			state = next_state;
			end
		R_B: begin
			if (R_LAMP == 3'b000) begin
				l0=1; l1=1; l2=1; r0=0; r1=0; r2=0; error=0;
				R_LAMP =3'b100;
			end else if(R_LAMP == 3'b100) begin
				l0=1; l1=1; l2=1; r0=1; r1=0; r2=0; error=0;
				R_LAMP = 3'b110;
			end else if(R_LAMP == 3'b110) begin
				l0=1; l1=1; l2=1; r0=1; r1=1; r2=0; error=0;
				R_LAMP = 3'b111;
			end else if(R_LAMP == 3'b111) begin
				l0=1; l1=1; l2=1; r0=1; r1=1; r2=1; error=0;
				R_LAMP = 3'b000;
			end
			state = next_state;
			end
		ERROR: begin			
			l0=0; l1=0; l2=0; r0=0; r1=0; r2=0; error=1;
			state = next_state;
			end
		default: begin           
            l0=0; l1=0; l2=0; r0=0; r1=0; r2=0; error=0;
            state = next_state;
            end
	endcase
end
endmodule
$ cat flow/run.sh
#!/bin/bash
# OpenROAD 26Q1-2900-gdf79404cd8, Yosys 0.63+post, stock flow scripts
make -C /OpenROAD-flow-scripts/flow DESIGN_CONFIG=/design/flow/config.mk WORK_HOME=/design/flow/orfs finish
==> results.txt <==
status: complete, but fails checks
failing checks: negative setup slack
Reg power frac: 40.7%
first-pass GRT wire length: 4278 um
Comb pwr share: 24.5%
HPWL Detailed: 1654 um
remaining antenna violation count: 0
worst vdd ir: 0.7315 mV
Finished Cell Area: 1790 sq um
OpenROAD warning count: 29
Area growth, synth to finish: 72.00%
Worst Setup Start Kind: register
Crit Path Class: register to register
vias post-DR: 988
Syn. warnings: 1
CTS sink cnt: 21
# DRC: 0
DRT Pass-1 Iters: 5
core footprint: 4414 sq um
CP Buf/Inv Count: 0
area figure in the yosys stat output: 1041 sq um
CTS clk-pin slew, worst paths: 0.07 ns
Final Hold Viols: 0
Post-Syn Instances: 106
Max-Cap Viols: 0
PwrDens: 1385 nW/um^2
CTS tree: done
share of cells above drive strength 1: 61.18%
endpoints failing setup: 22
Die Y: 88 um
fin. max-slew vios: 0
vias per cell: 4.843
Psw: 0.6429 mW
total routed wirelength: 2794 um
Setup WS post-layout: -0.2032 ns
sw frac: 25.92%
Worst Clk Skew: 0.002145 ns
post-synth design cell area: 1041 sq um
Leak: 0.7089 nW
gr ovfl total: 0
Chip Width: 88 um
Clock Power Share: 34.8%
cells along the critical path: or2_4 > nor4_4 > o21ai_2
PortBufs: 11
# Cells Yosys: 106
Worst Setup End Kind: register
Flops after synth: 21
Slowest-stage cell, CP: dfxtp_2
largest net degree at the start of global routing: 11
GRT Overall Usage: 6.656%
# rows: 24
Hold Crit Class: input port to register
Pint: 1.838 mW
Top Ports: 13
Worst EP required: 1.00 ns
RSZ-0062 raised after global routing: yes
Rel. slew slack: 79.61%
DIE AREA: 7744 sq um
vias in the first global route: 982
DR WL/cell: 13.70 um
register share after synthesis: 47.12%
maximum fanout along the worst path: 4
gp weighted congestion: 0.8306
worst path arrival time: 1.20 ns
Least-Margin Pin Slew: 0.3036 ns
Mean Syn Cell Area: 9.821 sq um
First DRT Iteration DRCs: 64
final setup TNS: -2.718 ns
antenna cells: 0
fp util: 23.58%
CP top delay family: simple AND/OR/NAND/NOR gates
dpl cell area: 1418 sq um
initial antenna violation count: 0
post-synthesis cell type count: 34
slowest cell delay on critical path: 0.32 ns
[worst paths after layout]
check | to | startpoint | slack (ns) | depth (start not counted)
max | l1 | R_LAMP[0] | -0.20 | 3
min | next_state[1] | brake | 0.26 | 2
max reg2reg | l1 | R_LAMP[0] | -0.20 | 3
min reg2reg | state[0] | next_state[0] | 0.37 | 0
max in group clk0 | error | error | 0.06 | 1
min in group clk1 | state[0] | next_state[0] | 0.37 | 0
[cell type report]
cell class | instances | area, sq um
Inverter | 4 | 18.77
Tap cell | 52 | 65.06
Fill cell | 388 | 2624
Sequential cell | 21 | 503.0
Timing Repair Buffer | 46 | 412.9
Clock buffer | 8 | 90.09
Multi-Input combinational cell | 73 | 700.7
[routing by layer]
metal / up-vias / part of all wire, % / track usage (%)
li1: 495 / - / -
met1: 470 / 51 / 9.457
met4: 0 / 0.50 / 1.159
met2: 19 / 41 / 9.392
met3: 4 / 7.9 / 2.806
met5: - / 0 / 0
[worst register-to-register path, delay by kind of cell (launching register included)]
| kind | cells | cell delay, ns |
|---|---|---|
| AND-OR/OR-AND | 1 | 0.14 |
| flip-flops | 1 | 0.32 |
| AND/OR/NAND/NOR | 2 | 0.50 |
[through the flow]
| stage | worst slack [ns] | util, % | power (mW) | hold WS [ns] | std cells |
|---|---|---|---|---|---|
| after detailed placement | -0.2039 | 32.11 | 1.489 | 0.3888 | 185 |
| final | -0.2032 | 40.56 | 2.481 | 0.2613 | 204 |
| after global placement | -0.1925 | 32.11 | 1.475 | 0.3854 | 185 |
| after global routing | -0.2749 | 40.56 | 2.591 | 0.2852 | 204 |
| after CTS | -0.2058 | 37.67 | 2.414 | 0.3717 | 201 |
| after floorplan | -0.1772 | - | 1.288 | 0.2714 | 106 |
[power groups by stage]
stage	clock network, mW	registers (mW)	logic [mW]
finish	0.864	1.01	0.607
global route	0.916	1.02	0.655
CTS	0.880	1.01	0.525
[registers in the layout, indices dropped and copies added (netlist names)]
name / flops
l0: 1
l2: 1
l1: 1
L_LAMP: 4
next_state: 3
r1: 1
error: 1
R_LAMP: 4
r0: 1
r2: 1
state: 3
[placed cells by master (no fill, tap or decap), types with 4 or more instances in the layout]
cell      count
buf_4        22
dfxtp_1      10
buf_6        10
edfxtp_1      7
clkbuf_8      6
buf_2         6
a21oi_2       5
o21ai_1       5
o21ai_2       4
a21oi_1       4
[cells in the mapped netlist]
cell       instances  area [sq um]
buf_4              2         15.01
o21ai_0           10         50.05
a31o_2             1         8.760
nand2b_1           1         6.260
edfxtp_1           7         210.2
buf_6              3         33.78
nor3_2             1         10.01
xor2_1             2         17.52
clkbuf_2           1         5.000
o2bb2ai_1          1         8.760
o22ai_1            5         31.28
buf_2              2         10.01
nor3b_4            1         18.77
nor3_1             3         15.01
nand2_1            5         18.77
a21oi_1           10         50.05
or3_1              1         6.260
dfxtp_1           14         280.3
a211oi_1           4         30.03
a221oi_2           1         15.01
nor2_1             6         22.52
a22oi_1            6         45.04
nand3b_1           2         15.01
or2_1              1         6.260
or3b_1             1         8.760
nor4_1             1         6.260
inv_1              4         15.01
nand3_1            1         5.000
o32ai_1            3         26.28
a211o_2            1         10.01
a21o_1             1         7.510
a2bb2oi_1          1         8.760
nor3b_1            2         15.01
or2_4              1         8.760
[cells by family (layout without fill, tap and decap cells)]
family / count (synthesis) / count (layout) / synth area share, %
AND-OR/OR-AND: 44 / 44 / 28.01
XOR/XNOR: 2 / 2 / 1.683
buffers and inverters: 12 / 58 / 7.571
flip-flops: 21 / 21 / 47.12
AND/OR/NAND/NOR: 27 / 27 / 15.63
[repair_timing]
item                       CTS  global route
setup endpoints to repair   28            24
resized                     53            25
buffers inserted             8             3
hold buffers                 0             0
hold endpoints to repair     0             0
pin swaps                   15             9
Power figures rest on the tool's default switching activity, not on a simulated workload.
